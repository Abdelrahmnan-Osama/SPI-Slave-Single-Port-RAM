$ cat ./config.mk
export PLATFORM = sky130hd
export DESIGN_NAME = SPI_wrapper
export DESIGN_NICKNAME = SPI_wrapper
export VERILOG_FILES = /design/flow/design.v
export SDC_FILE = /design/flow/constraint.sdc
export NUM_CORES = 4
export LEC_CHECK = 1
export CORE_UTILIZATION = 50
$ cat ./constraint.sdc
current_design SPI_wrapper

set clk_period 34.5
set clk_io_pct 0.2

create_clock -name clk0 -period $clk_period [get_ports {clk}]

set non_clock_inputs [all_inputs -no_clocks]
set_input_delay [expr $clk_period * $clk_io_pct] -clock clk0 $non_clock_inputs
set_output_delay [expr $clk_period * $clk_io_pct] -clock clk0 [all_outputs]
$ cat ./design.v
module RAM (
    din,
    clk,
    rst_n,
    rx_valid,
    dout,
    tx_valid
);
  parameter MEM_DEPTH = 256;
  parameter ADDR_SIZE = 8;
  input [9:0] din;
  input clk, rst_n, rx_valid;
  output reg [7:0] dout;
  output reg tx_valid;
  reg [7:0] mem[MEM_DEPTH-1:0];
  reg [ADDR_SIZE-1:0] addr;
  always @(posedge clk) begin
    if (~rst_n) begin
      dout <= 0;
      addr <= 0;
      tx_valid <= 0;
    end else begin
      case ({
        din[9:8], rx_valid
      })
        3'b001: begin
          addr <= din[7:0];
        end
        3'b011: begin
          mem[addr] <= din[7:0];
        end
        3'b101: begin
          addr <= din[7:0];
        end
        3'b111: begin
          dout <= mem[addr];
          tx_valid <= 1;
        end
        default: begin
          dout <= 0;
          tx_valid <= 0;
        end
      endcase
    end
  end
endmodule
module SPI_Slave (
    MOSI,
    MISO,
    SS_n,
    SCK,
    rst_n,
    rx_data,
    rx_valid,
    tx_data,
    tx_valid
);
  parameter IDLE = 3'b000;
  parameter CHK_CMD = 3'b001;
  parameter READ_ADD = 3'b010;
  parameter READ_DATA = 3'b011;
  parameter WRITE = 3'b100;
  input MOSI, SS_n;
  input SCK, rst_n;
  output reg MISO;
  input [7:0] tx_data;
  input tx_valid;
  output reg [9:0] rx_data;
  output reg rx_valid;
  reg [3:0] wr_counter;
  reg [2:0] rd_counter;
  reg read_addr_received;
  wire invalid_wr, invalid_rd_addr, invalid_rd_data;
  (* fsm_encoding = "gray"*)
  reg [2:0] cs, ns;
  assign invalid_wr = (cs == WRITE) && (wr_counter == 7) && (rx_data[9:8] != 2'b00) && (rx_data[9:8] != 2'b01);
  assign invalid_rd_addr = (cs == READ_ADD) && (wr_counter == 7) && (rx_data[9:8] != 2'b10);
  assign invalid_rd_data = (cs == READ_DATA) && (wr_counter == 7) && (rx_data[9:8] != 2'b11);
  always @(*) begin
    case (cs)
      IDLE: begin
        if (~SS_n) begin
          ns = CHK_CMD;
        end else begin
          ns = IDLE;
        end
      end
      CHK_CMD: begin
        if (~SS_n && MOSI && read_addr_received) begin
          ns = READ_DATA;
        end else if (~SS_n && MOSI && ~read_addr_received) begin
          ns = READ_ADD;
        end else if (~SS_n && ~MOSI) begin
          ns = WRITE;
        end else begin
          ns = IDLE;
        end
      end
      WRITE: begin
        if (SS_n || wr_counter == 0 || invalid_wr) begin
          ns = IDLE;
        end else begin
          ns = WRITE;
        end
      end
      READ_ADD: begin
        if (SS_n || wr_counter == 0 || invalid_rd_addr) begin
          ns = IDLE;
        end else begin
          ns = READ_ADD;
        end
      end
      READ_DATA: begin
        if (SS_n || rd_counter == 0 || invalid_rd_data) begin
          ns = IDLE;
        end else begin
          ns = READ_DATA;
        end
      end
      default: ns = IDLE;
    endcase
  end
  always @(posedge SCK) begin
    if (~rst_n) begin
      cs <= IDLE;
    end else begin
      cs <= ns;
    end
  end
  always @(posedge SCK) begin
    if (~rst_n) begin
      wr_counter <= 0;
      rd_counter <= 0;
      rx_data <= 0;
      read_addr_received <= 0;
      MISO <= 0;
      rx_valid <= 0;
    end else begin
      case (cs)
        IDLE: begin
          wr_counter <= 9;
          rd_counter <= 7;
          rx_data <= 0;
          rx_valid <= 0;
          MISO <= 0;
        end
        WRITE: begin
          rx_data[wr_counter] <= MOSI;
          wr_counter <= (wr_counter > 0) ? wr_counter - 1 : 0;
          rx_valid <= (wr_counter == 0) ? 1 : 0;
        end
        READ_ADD: begin
          rx_data[wr_counter] <= MOSI;
          wr_counter <= (wr_counter > 0) ? wr_counter - 1 : 0;
          rx_valid <= (wr_counter == 0) ? 1 : 0;
          read_addr_received <= (wr_counter == 0) ? 1 : 0;
        end
        READ_DATA: begin
          read_addr_received <= 0;
          rx_valid <= (wr_counter == 0) ? 1 : 0;
          if (wr_counter != 0) begin
            rx_data[wr_counter] <= MOSI;
            wr_counter <= (wr_counter > 0) ? wr_counter - 1 : 0;
          end else if (tx_valid) begin
            MISO <= tx_data[rd_counter];
            rd_counter <= rd_counter - 1;
          end
        end
      endcase
    end
  end
endmodule
module SPI_wrapper (
    MOSI,
    MISO,
    SS_n,
    clk,
    rst_n
);
  input MOSI, SS_n, clk, rst_n;
  output MISO;
  wire [9:0] rx_data;
  wire [7:0] tx_data;
  wire rx_valid, tx_valid;
  SPI_Slave slave (
      .MOSI(MOSI),
      .MISO(MISO),
      .SS_n(SS_n),
      .SCK(clk),
      .rst_n(rst_n),
      .rx_data(rx_data),
      .tx_data(tx_data),
      .rx_valid(rx_valid),
      .tx_valid(tx_valid)
  );
  RAM ram (
      .din(rx_data),
      .rx_valid(rx_valid),
      .dout(tx_data),
      .tx_valid(tx_valid),
      .clk(clk),
      .rst_n(rst_n)
  );
endmodule
$ cat ./run.sh
#!/bin/bash
# OpenROAD 26Q1-2900-gdf79404cd8, Yosys 0.63+post, stock flow scripts
make -C /OpenROAD-flow-scripts/flow DESIGN_CONFIG=/design/flow/config.mk WORK_HOME=/design/flow/orfs finish
==> reports/metrics.sh <==
RUN_STATUS='completed'
SYNTH_SEQUENTIAL_AREA_RATIO_PCT=76.5
DRT-INITIAL-DRC-COUNT=3072
FINAL_CELL_COUNT_NO_FILL=6448
POST-ROUTE-CELL-AREA_UM2=91000
IR_WORST_VDD_mV=0.0642
CLKLATENCYLATEPIN_PS=840
FINALWEIGHTEDCONGESTION=0.957
WORST_EP_REQUIRED_TIME_PS=34950
POWER.TOTAL_mW=5.00
TOOL_WARNINGS=31
CP_ENDPOINT_KIND='flop'
CLOCK_TREE.ROOT_CELL='sky130_fd_sc_hd__clkbuf_16'
PATH_CELLS='clkdlybuf4s50_1, nand4b_1, nor3b_1, nand3_2, buf_4, nor2_1'
DPL.CELL_COUNT=6060
CTS.CLK_SLEW.WORST_PATHS_PS=60
BUFFER_PORTS.INSERTED=4
CTS_BUFFER_DEPTH=3
FINALHOLDVIOLATIONS=0
TRITONCTS.NUM_BUFFERS=204
TIGHTEST_SLEW_PS=1150
INITIAL_CORE_UTIL_PCT=50.7
VIAS=40865
FP-ROW-COUNT=147
SYNTH.YOSYS.WARNINGS=3
EDF_COUNT=2048
RSZ0062_AT_GRT='false'
DIEHEIGHT_UM=406
REMAINING_GLOBAL_ROUTE_OVERFLOW=0
NUMBER_OF_FLIP_FLOPS_AND_LATCHES_IN_THE_SYNTHESIZED_NETLIST=2098
POST_SYNTHESIS_INSTANCE_AREA_UM2=81700
TIMING.FINAL.MAX_SLEW_VIOLATIONS=0
YS_CHIP_AREA_UM2=81700
FINAL_WORST_CLOCK_SKEW_PS=25.0
AVGSYNTHCELLAREA_UM2=20.5
SYNTH_CELL_TYPES=72
GLOBAL_ROUTE.USAGE.TOTAL_PCT=31.8
GRT_ANTENNA_BEFORE_REPAIR=10
DRC_MARKERS=0
FINAL.PERIOD_UTILIZATION_PCT=28.1
SYNTH-ASYNC-RESET-RATIO_PCT=0
P_LEAK_nW=27.9
SYN_INST=3986
FLOP_CELL='sky130_fd_sc_hd__edfxtp_1'
MAX_STAGE_DELAY_PS=760
ANTENNA_VIOLATING_NETS_POST_ROUTE=0
DETAIL_ROUTE.WIRELENGTH_UM=226000
WORST-PATH-MAX-FANOUT=10
SETUP.WORST_PATH.CLASS='input pin to flop'
HPWL_UM=139000
ROUTE.DETAILED.WL_PER_INST_UM=35.1
DETAILEDROUTE.FIRSTPASSITERATIONCOUNT=6
WORSTPATHBUFFERINVERTERCOUNT=2
SETUP_VIOLATIONS=0
AREA.GROWTH.SYNTH_TO_FINAL_PCT=11.4
HTREE_NUM_LEVELS=4
COREAREA_UM2=161000
CELLS_YOSYS=3986
CAP_VIOLATIONS=0
PIN_COUNT_OF_THE_BIGGEST_NET_ENTERING_GLOBAL_ROUTING=97
CTS_TREE='done'
POWER.DENSITY_nW_PER_UM2=55.0
FIN_SETUP_TNS_PS=0
WORST_PATH_MAX_DELAY_CELL='sky130_fd_sc_hd__clkdlybuf4s50_1'
IO_PINS=5
POST-ROUTE-MIN-PERIOD_PS=9700
POST_CTS.RESIZED_INSTANCES=0
DIE-AREA_UM2=165000
DIE_X_UM=406
CTS.SINKS=2098
VIAS_PER_CELL=6.34
DRIVE_GT1_SHARE_PCT=22.9
CTS_HOLD_BUF=0
CRIT_ARRIVAL_PS=10150
CP-START-KIND='input pin'
MAXCLOCKFREQUENCY_MHz=103
FILLERS=11868
HOLDCRITPATHCLASS='flop to flop'
POSTCTSSETUPREPAIRBUFS=0
SLEW_HEADROOM_PCT=21.5
WIRE_LENGTH_OF_THE_FIRST_GLOBAL_ROUTING_PASS_UM=324000
CRIT_FAMILY='simple AND/OR/NAND/NOR gates'
DETAILED_PLACE.AREA_UM2=84300
GRT_PASS1_VIAS=45362
## kinds of logic (layout without fill, tap and decap cells)
family / after synthesis / in the layout / synth area share (%)
adders and majority gates: 7 / 7 / 0.107
AOI/OAI and AO/OA: 369 / 369 / 3.09
and+or+nand+nor: 634 / 634 / 3.34
buffers and inverters: 253 / 550 / 1.87
DFF: 2098 / 2098 / 76.5
muxes: 622 / 622 / 15.1
xor gates and xnor gates: 3 / 3 / 0.0322
other: 0 / 5 / 0
## per-stage QoR
stage	worst slack [ps]	hold slack, ps	utilization [%]
6_report	24800	448	56.4
5_1_grt	24690	494	56.4
4_1_cts	24910	453	56.4
3_5_place_dp	24040	439	52.2
3_3_place_gp	24070	431	52.2
2_1_floorplan	25550	415	-
## report_power, final
| group | total, mW | leakage, nW | internal [mW] | switching [mW] |
|---|---|---|---|---|
| logic | 0.0107 | 5.19 | 0.00330 | 0.00735 |
| registers | 2.76 | 19.4 | 2.75 | 0.00178 |
| clock network | 2.24 | 3.29 | 1.29 | 0.948 |
## path summary, 6_finish.rpt
check	from	endpoint	slack (ps)	depth (start not counted)
setup / recovery	rst_n	ram.mem[126][5]	24800	6
hold / removal	ram.dout[7]	ram.dout[7]	450	2
setup reg to reg	flop	ram.dout[1]	28780	10
hold reg to reg	ram.dout[7]	ram.dout[7]	450	2
## cell usage in the layout, fill, tap and decap left out, drive strengths merged, types with 7 or more instances in the layout
cell type and n:
edfxtp 2048, mux4 485, nor2 298, clkbuf 246, nand2 172, buf 146
mux2i 128, clkinv 91, a21oi 90, a22oi 59, nand3 50, dfxtp 50
o22ai 43, o21ai 33, inv 28, bufinv 25, nor3 22, o221ai 22
nor2b 22, a211oi 20, a31oi 16, a221oi 14, nand4 11, and2 11
a2111oi 11, clkinvlp 10, nand2b 9, mux2 9, a311oi 7, a32oi 7
ha 7
## final cells by class
cell class              instances  area, µm²  area share, %
clock inverters               137       1420           1.56
multi-input cells            1635      17700           19.5
flip-flops and latches       2098      62500           68.7
repair buffers                150       1220           1.34
diodes                          5       12.5         0.0137
clock buffers                 246       5330           5.85
well taps                    2160       2700           2.97
inverters                      17       67.6         0.0742
## cells in the mapped netlist, types with 13 or more instances
| cell type | n | area share [%] |
|---|---|---|
| sky130_fd_sc_hd__a31oi_1 | 16 | 0.12 |
| sky130_fd_sc_hd__buf_4 | 18 | 0.17 |
| sky130_fd_sc_hd__o221ai_1 | 22 | 0.24 |
| sky130_fd_sc_hd__a21oi_1 | 90 | 0.55 |
| sky130_fd_sc_hd__nor2_1 | 298 | 1.4 |
| sky130_fd_sc_hd__mux2i_1 | 128 | 1.6 |
| sky130_fd_sc_hd__nor2b_1 | 22 | 0.17 |
| sky130_fd_sc_hd__mux4_2 | 485 | 13 |
| sky130_fd_sc_hd__dfxtp_1 | 50 | 1.2 |
| sky130_fd_sc_hd__buf_6 | 31 | 0.43 |
| sky130_fd_sc_hd__nand2_1 | 172 | 0.79 |
| sky130_fd_sc_hd__a221oi_1 | 14 | 0.15 |
| sky130_fd_sc_hd__clkbuf_1 | 98 | 0.45 |
| sky130_fd_sc_hd__a22oi_1 | 59 | 0.54 |
| sky130_fd_sc_hd__buf_2 | 66 | 0.40 |
| sky130_fd_sc_hd__inv_1 | 15 | 0.069 |
| sky130_fd_sc_hd__buf_8 | 13 | 0.24 |
| sky130_fd_sc_hd__nor3_1 | 22 | 0.13 |
| sky130_fd_sc_hd__edfxtp_1 | 2048 | 75 |
| sky130_fd_sc_hd__o22ai_1 | 43 | 0.33 |
| sky130_fd_sc_hd__o21ai_0 | 32 | 0.20 |
| sky130_fd_sc_hd__a211oi_1 | 20 | 0.18 |
| sky130_fd_sc_hd__nand3_1 | 50 | 0.31 |
## state kept, by name (all words and copies together), names as in the netlist, named ones only
signal,cells
ram.dout,8
slave.cs,5
ram.mem,2048
slave.rx_data,10
slave.rd_counter,3
ram.tx_valid,1
slave.rx_valid,1
slave.wr_counter,4
ram.addr,8
slave.read_addr_received,1
slave.MISO,1
## worst register-to-register path, delay by kind of cell, from the launching register on
| kind | cells | cell delay (ps) |
|---|---|---|
| DFF | 1 | 810 |
| muxes | 3 | 1040 |
| buffers and inverters | 3 | 1930 |
| AOI/OAI and AO/OA | 4 | 1800 |
## metal layers
metal	track usage (%)	part of all wire, %
met1	41.1	31
met4	9.02	3.9
met3	25.5	19
met2	43.8	46
met5	2.14	0.19
Power and IR drop assume default switching activity.
